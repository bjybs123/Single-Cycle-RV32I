[design.v]
`timescale 1ns / 1ps
module ImmediateGen(
    input [31:0] currInstr,
    output [31:0] immediate
    );
    wire [31:0] I_imm;
    wire [31:0] S_imm;
    wire [31:0] B_imm;
    wire [31:0] J_imm;
    assign I_imm = $signed({currInstr[31:20], 20'b0}) >>> 20;
    assign S_imm = $signed({currInstr[31:25], currInstr[11:7], 20'b0}) >>> 20;
    assign B_imm = $signed({currInstr[31], currInstr[7], currInstr[30:25], currInstr[11:8], 20'b0}) >>> 19;
    assign J_imm = $signed({currInstr[31], currInstr[19:12], currInstr[20], currInstr[30:21], 12'b0}) >>> 11;
    assign immediate =  (currInstr[6:0] == 7'b011_0111 || currInstr[6:0] == 7'b001_0111) ? {currInstr[31:12], 12'b0} : 
                        (currInstr[6:0] == 7'b110_1111) ? J_imm : 
                        (currInstr[6:0] == 7'b110_0111) ? I_imm : 
                        (currInstr[6:0] == 7'b110_0011) ? B_imm : 
                        (currInstr[6:0] == 7'b000_0011) ? (currInstr[14:12] == 3'b100 || currInstr[14:12] == 3'b101) ? {20'b0, currInstr[31:20]} : I_imm : 
                        (currInstr[6:0] == 7'b010_0011) ? S_imm : 
                        (currInstr[6:0] == 7'b001_0011) ? (currInstr[14:12] == 3'b011) ? {20'b0, currInstr[31:20]} : I_imm : 32'hxxxx_xxxx;
endmodule
[run.sh]
#!/bin/bash
# OpenROAD 26Q1-2900-gdf79404cd8, Yosys 0.63+post, stock flow scripts
make -C /OpenROAD-flow-scripts/flow DESIGN_CONFIG=/design/flow/config.mk WORK_HOME=/design/flow/orfs finish
[config.mk]
export PLATFORM = sky130hd
export DESIGN_NAME = ImmediateGen
export DESIGN_NICKNAME = ImmediateGen
export VERILOG_FILES = /design/flow/design.v
export SDC_FILE = /design/flow/constraint.sdc
export NUM_CORES = 4
export LEC_CHECK = 1
export CORE_AREA = 10 10 70 70
export DIE_AREA = 0 0 80 80
[constraint.sdc]
current_design ImmediateGen

set clk_period 5.3
set clk_io_pct 0.2

create_clock -name clk0 -period $clk_period

set non_clock_inputs [all_inputs -no_clocks]
set_input_delay [expr $clk_period * $clk_io_pct] -clock clk0 $non_clock_inputs
set_output_delay [expr $clk_period * $clk_io_pct] -clock clk0 [all_outputs]
==> highlights.md <==
## Flow run
- OpenROAD warning count: 32
- max-capacitance violation count: 0

## Setup path
- CP max FO: 16
- data required time at the worst endpoint: 4.24 ns
- critical setup path kind: input port to output port
- Critical Path Source: currInstr[3]
- critical path's top delay family: buffers and inverters
- Critical-path top delay cell: sky130_fd_sc_hd__clkdlybuf4s50_1
- Arr. time, crit path: 3.40 ns
- number of gates on the worst path with buffers counted: 7
- destination of the critical timing path: immediate[30]
- most common cell type on the critical path: sky130_fd_sc_hd__clkdlybuf4s50_1
- Crit. End Element: output port
- Critical Path Max Stage Delay: 0.52 ns
- cell-by-cell listing of the critical path: clkdlybuf4s50_1, and4bb_2, and3_1, a211oi_2, buf_4, a21oi_1, clkdlybuf4s50_1
- Worst Setup Start Kind: input port
- number of buffers and inverters on the critical path: 3

## STA
- Final Max Slew Viols: 0
- crit share post-route: 84.1%
- Total Neg Setup Slack: 0 ns
- Slew @ Worst Pin: 0.426 ns
- setup repair after global routing missed its margin: false
- achievable clock frequency: 224 MHz
- final setup fails: 0
- min cycle time layout: 4.46 ns
- max-slew headroom at the worst pin: 71.5%
- post-route worst hold slack: 3.05 ns
- final tally of hold violations: 0

## Routing
- routed via count divided by cell count: 4.37
- post-route ant nets: 0
- diode count: 0
- First-pass DRT Iterations: 4
- iteration-0 DRC count of the detailed router: 86
- total vias in the final route: 844
- wire length per cell after detailed routing: 14.4 microns
- DRT Wirelength: 2780 microns
- DRC viols: 0

## Power
- P_int: 56.1 uW
- peak ir drop on the vdd network: 19.0 uV
- net switching component of the power: 22.4 uW
- Pwr per Cell Area: 66.4 mW/mm^2
- part of the power in registers: 0%
- sw frac: 28.5%
- Lkg Pwr: 0.000427 uW
- share of power burned in the clock network: 0%
- fraction of power consumed by combinational cells: 100.0%

## Layout
- area overhead of the layout relative to synthesis: 139%
- fraction of final layout cells sized beyond drive strength 1: 6.12%
- area of all placed cells without fillers: 0.00118 sq mm
- count of placed standard cells in the final layout, fillers left out: 193
- Layout Utilization: 34.6%
- tally of clock buffers in the finished layout: 0
- num sequential: 0
- Sequential cell area: 0 sq um

## Synth
- Post-Synthesis Cell Area: 494 sq um
- Yosys Instances: 87
- count of different cell masters after synthesis: 25
- post-synthesis chip area from yosys: 494 sq um
- count of yosys warnings during synthesis: 0
- Post-Synthesis Mean Instance Area: 5.68 sq um
- sequential cell area fraction in the yosys report: 0%
- instance tally after logic synthesis: 87

## Clock tree
- number of resized instances in the post-cts repair step: 0
- number of hold buffers added after cts: 0
- postcts setup bufs: 0

## Worst hold path
- path type of the worst min-delay path: input port to output port
- count of cells along the worst hold path: 4

## Outcome
- result of the run: finished, final reports clean

## Die
- area inside the core boundary: 0.00342 sq mm
- core utilization at floorplan: 14.5%
- count of boundary I/O pins: 64
- floorplan die width: 80 microns
- die extent in y: 80 microns
- overall die area: 0.00640 sq mm
- FP Rows: 21

## Placement
- gp weighted congestion: 0.777
- Post-DP HPWL: 2300 microns
- Placed Area: 0.00118 sq mm
- instance count after placement with tap cells included: 193
- quantity of I/O buffers inserted on ports: 64

## Global route
- maximum number of pins on one net before global-route repair: 17
- overflow left after global routing: 0
- global-route usage over all layers: 8.20%
- first-pass GRT wire length: 4360 microns
- number of global-route vias before repair: 847
- antenna violations before repair: 0

kinds of logic (layout without fill, tap and decap cells):
group	count (synthesis)	count (layout)	share of synthesized area [%]
buf+inv	7	67	7.85
compound gates	31	31	34.7
mux	5	5	10.1
simple gates	44	44	47.3
per-stage QoR:
step | total power [uW] | setup slack (ns)
3_5_place_dp | 79.3 | 0.804
5_1_grt | 86.2 | 0.588
3_3_place_gp | 79.2 | 0.808
2_1_floorplan | 15.7 | 1.96
4_1_cts | 80.2 | 0.798
6_report | 78.5 | 0.842
Yosys cell counts (all sizes together):
| cell type | n | area share, % |
|---|---|---|
| nand2b | 1 | 1.3 |
| mux2i | 5 | 10 |
| a211oi | 3 | 5.6 |
| or3b | 1 | 1.8 |
| and3 | 1 | 1.3 |
| nor2 | 6 | 4.6 |
| a21oi | 19 | 19 |
| nor3 | 2 | 2.0 |
| nand3 | 3 | 3.0 |
| or4 | 1 | 2.3 |
| and4bb | 1 | 2.5 |
| nor4 | 1 | 1.3 |
| nand3b | 1 | 1.5 |
| clkbuf | 2 | 1.5 |
| a211o | 1 | 1.8 |
| buf | 5 | 6.3 |
| or3 | 1 | 1.5 |
| nor3b | 1 | 1.5 |
| nand2 | 16 | 13 |
| nor2b | 2 | 2.5 |
| and2 | 6 | 7.6 |
| o21ai | 8 | 8.1 |
how the worst min path moves through the flow:
| stage | to | slack (ns) | start |
|---|---|---|---|
| 4_1_cts | immediate[19] | 3.06 | currInstr[19] |
| 5_1_grt | immediate[26] | 3.09 | currInstr[26] |
| 6_report | immediate[26] | 3.05 | currInstr[26] |
layer usage:
| layer | part of all wire [%] | GRT usage (%) |
|---|---|---|
| met5 | 0 | 0 |
| met4 | 0 | 0 |
| met3 | 12 | 2.95 |
| met2 | 48 | 14.3 |
| met1 | 40 | 9.95 |
placed cells by master, fill, tap and decap left out:
master,netlist,routed
sky130_fd_sc_hd__nand2_2,1,1
sky130_fd_sc_hd__a21oi_1,19,19
sky130_fd_sc_hd__and4bb_2,1,1
sky130_fd_sc_hd__buf_4,0,3
sky130_fd_sc_hd__or3_2,1,1
sky130_fd_sc_hd__nand2b_1,1,1
sky130_fd_sc_hd__and2_1,6,6
sky130_fd_sc_hd__and3_1,1,1
sky130_fd_sc_hd__a211oi_1,2,1
sky130_fd_sc_hd__o21ai_0,8,8
sky130_fd_sc_hd__nor2b_1,2,2
sky130_fd_sc_hd__nor2_1,6,6
sky130_fd_sc_hd__nand2_1,15,15
sky130_fd_sc_hd__nand3b_1,1,1
sky130_fd_sc_hd__or4_4,1,1
sky130_fd_sc_hd__nor3b_1,1,1
sky130_fd_sc_hd__nand3_1,3,3
sky130_fd_sc_hd__mux2i_1,5,5
sky130_fd_sc_hd__clkdlybuf4s50_1,0,64
sky130_fd_sc_hd__a211o_1,1,1
sky130_fd_sc_hd__nor3_1,2,2
sky130_fd_sc_hd__or3b_1,1,1
sky130_fd_sc_hd__a211oi_2,1,2
sky130_fd_sc_hd__nor4_1,1,1
power by group through the flow:
stage	Sequential (uW)	Combinational, uW	Clock, uW
after CTS	0	80.2	0
after global routing	0	86.2	0
final	0	78.5	0
final cells by class:
class	count	area, sq um
multi-input combinational	80	460
tap	46	57.6
timing repair buffer	67	663
fill	374	2230
Power figures rest on the tool's default switching activity, not on a simulated workload.
