===== flow/design.v =====
`timescale 1ns / 1ps
module RegisterFile(
    input clk,
    input [4:0] ReadRegNum1,
    input [4:0] ReadRegNum2,
    input [4:0] WriteRegNum,
    input [31:0] WriteRegData,
    input RegWrite,
    output [31:0] ReadRegData1,
    output [31:0] ReadRegData2
    );
    reg [31:0]  regs [0:31];
    integer i;
    initial begin
        regs[0] <= 32'h0000_0000;
        regs[1] <= 32'h0000_0000;
        regs[2] <= 32'h0000_0000;
        regs[3] <= 32'h0000_0000;
        for (i = 4; i < 32; i = i + 1) begin
            regs[i] <= 32'h0000_0000;
        end
    end
    always @ (posedge clk) begin
        if (RegWrite) begin
            regs[WriteRegNum] <= WriteRegData;
        end
        else begin
            regs[WriteRegNum] <= regs[WriteRegNum];
        end
    end
    assign ReadRegData1 = regs[ReadRegNum1];
    assign ReadRegData2 = regs[ReadRegNum2];
endmodule

===== flow/run.sh =====
#!/bin/bash
# OpenROAD 26Q1-2900-gdf79404cd8, Yosys 0.63+post, stock flow scripts
make -C /OpenROAD-flow-scripts/flow DESIGN_CONFIG=/design/flow/config.mk WORK_HOME=/design/flow/orfs finish

===== flow/config.mk =====
export PLATFORM = sky130hd
export DESIGN_NAME = RegisterFile
export DESIGN_NICKNAME = RegisterFile
export VERILOG_FILES = /design/flow/design.v
export SDC_FILE = /design/flow/constraint.sdc
export NUM_CORES = 4
export LEC_CHECK = 1
export CORE_UTILIZATION = 40

===== flow/constraint.sdc =====
current_design RegisterFile

set clk_period 5.1
set clk_io_pct 0.2

create_clock -name clk0 -period $clk_period [get_ports {clk}]

set non_clock_inputs [all_inputs -no_clocks]
set_input_delay [expr $clk_period * $clk_io_pct] -clock clk0 $non_clock_inputs
set_output_delay [expr $clk_period * $clk_io_pct] -clock clk0 [all_outputs]

==> results.cfg <==
; physical design summary
[status]
outcome = finished, final reports clean

[final_timing]
finalClockPeriodUsage = 0.944
setup_viol = 0
rsz0062_at_grt = no
worst_pin_slew_ns = 0.817
drv_slew = 0
hold_violations = 0
clock.fmax_mhz = 208
min_period_ns = 4.82
maxSlewHeadroom = 0.454
finalSetupTns_ns = 0

[floorplanning]
dieArea_um2 = 123000
die_x_um = 351
coreArea_um2 = 120000
rows = 127
fp_util = 0.405
fp.dieH_um = 351
pin_count = 113

[place]
gp_congestion = 0.902
place_area_um2 = 53000
port_buffers = 112
hpwlAfterDp_um = 87700

[power_and_ir_drop]
power_frac_clock = 0.396
p_per_area_nw_per_um2 = 330
sw_frac_of_total = 0.231
total_power_mw = 18.5
switchingPower_mw = 4.29
peakVddDrop_mv = 0.356
p_leak_nw = 20.7
combPwrFrac = 0.097
power.internal_mw = 14.3
seqPwrFrac = 0.507

[drt]
wl_met3_um = 19600
wl_per_cell_um = 28.6
vias = 31100
drt_pass1_iterations = 5
route.met2.wl_um = 70200
wl_um = 151000
via_per_inst = 5.90
drt_iter0_markers = 1885
wl_met1_um = 55400
antenna_left = 0
drc = 0
top_layer_used = met5

[cells_and_area]
areaGrowthSynthToFinish_pct = 15.3
fill_cells = 10300
reg.largest.list = regs x1024
largest_reg_flops = 1024
largest_register = regs
fin_area_um2 = 56200
layout-drive-gt1-share = 0.110

[grt]
grt_pass1_vias = 32200
antenna_found_initial = 7
gr-total-overflow = 0
grt_first_pass_wirelength_um = 218000
grt_max_degree = 75
grt_usage = 0.263

[clock_network]
h-tree-depth = 3
clk_pin_slew_ns = 0.06
cts_resized = 0
clockRootBuffer = clkbuf_16
max-clock-path-buffers = 3
cts.sinks = 1024
cts_hold_buf = 0
cts_buffers = 105
cts_tree = built
cts_setup_buffers = 0

[synthesis]
aoi_share = 0.0804
async_flop_share = 0
yosys.area.top_type = edfxtp_1
yosysSeqAreaShare = 0.630
mux_share = 0.210
flop_cell = edfxtp_1
xor_share = 0
adder_share = 0
ys_warn_count = 1
syn_avg_cell_area_um2 = 14.4
logic_family = multiplexers
syn_inst = 3386
ys_area_um2 = 48800
simple_gate_area_frac = 0.0471
common_cells = 1024 x edfxtp_1, 1024 x mux2i_1, 195 x nand2_1
topCellsByArea = edfxtp_1 63%, mux2i_1 21%, a22oi_1 3.0%, a22o_1 2.3%, nand3_1 2.0%
syn_area_um2 = 48800
postSynthRegisterBits = 1024
synth.top_cell.area_share = 0.630
yosys_cells = 3386
edf_count = 1024
synth.distinct_cells = 23

[critical_path]
end_kind = output port
required_ns = 4.08
slowest_delay_ns = 0.58
crit_type = primary input to output port
path_buffers = 3
crit_path_max_fanout = 11
slowest_stage = clkdlybuf4s50_1
crit_chain = clkdlybuf4s50_1, nor2b_4, buf_4, a22o_1, nor3_1, a31oi_1, nand3_1, clkdlybuf4s50_1
crit_path_frequent_cell = clkdlybuf4s50_1
cp-start-kind = primary input
crit_start = ReadRegNum2[0]
critPathTopFamily = buffers and inverters
arrival_ns = 3.80

[min_path]
min_path_type = primary input to register
min-delay-start = WriteRegData[21]

[job]
drv_cap = 0
warning_count = 26
-- layer usage --
metal  up-vias  global-route usage
li1      13800                   -
met1     15400               0.341
met2      1564               0.396
met3       286               0.148
met4         8              0.0717
met5         -                   0
-- power groups by stage --
stage	Sequential, mW	Clock, mW	Combinational (mW)
finish	9.40	7.34	1.80
global route	9.41	7.74	1.91
CTS	9.40	7.42	1.79
-- cell type report --
cell class / instances / area (um^2) / share of cell area
Antenna cell: 3 / 7.51 / 0.000133
Sequential cell: 1024 / 30700 / 0.547
Clock inverter: 60 / 428 / 0.00761
Clock buffer: 129 / 2800 / 0.0498
Timing Repair Buffer: 326 / 3460 / 0.0616
Multi-Input combinational cell: 2109 / 16800 / 0.298
Tap cell: 1612 / 2020 / 0.0359
-- cell usage in the layout, fill, tap and decap left out, types with 20 or more instances in the layout --
master           synthesis  routed
a21oi_1                192     192
a22o_1                 128     128
a22oi_1                192     192
a31oi_1                 64      64
buf_12                   0      58
buf_4                   47     156
clkbuf_1                86      20
clkbuf_16                0     109
clkdlybuf4s50_1          0     110
clkinv_1                 0      33
edfxtp_1              1024    1024
mux2i_1               1024    1024
nand2_1                195     193
nand3_1                194     194
nor2_4                   0      34
nor3_1                  64      64
-- cells by family (layout without fill, tap and decap cells) --
logic type	after synthesis	count (layout)
AND/OR/NAND/NOR	509	509
flip-flops	1024	1024
buffers and inverters	253	515
AND-OR/OR-AND	576	576
other	0	3
multiplexers	1024	1024
-- stage by stage --
step                      utilization  hold slack, ns  std cells  worst slack [ns]
after detailed placement        0.440            1.85       5071             0.259
after floorplan                     -            1.12       3386              1.65
after global routing            0.467            1.17       5261             0.187
final                           0.467            1.15       5263             0.284
after global placement          0.440            1.86       5071             0.297
after CTS                       0.467            1.13       5260             0.267
-- final timing paths --
kind	to	cells after the start
setup / recovery	ReadRegData2[2]	8
hold / removal	regs[9][21]$_DFFE_PP_	2
No activity file was given, so power comes from the tool's default toggle rates.
