### design/flow/config.mk
export PLATFORM = sky130hd
export DESIGN_NAME = ALU
export DESIGN_NICKNAME = ALU
export VERILOG_FILES = /design/flow/design.v
export SDC_FILE = /design/flow/constraint.sdc
export NUM_CORES = 4
export LEC_CHECK = 1
export CORE_UTILIZATION = 30
### design/flow/constraint.sdc
current_design ALU

set clk_period 16.0
set clk_io_pct 0.2

create_clock -name clk0 -period $clk_period

set non_clock_inputs [all_inputs -no_clocks]
set_input_delay [expr $clk_period * $clk_io_pct] -clock clk0 $non_clock_inputs
set_output_delay [expr $clk_period * $clk_io_pct] -clock clk0 [all_outputs]
### design/flow/design.v
`timescale 1ns / 1ps
module ALU(
    input [2:0] funct,
    input [31:0] op1, 
    input [31:0] op2, 
    input [3:0] ALUcntl, 
    output [31:0] ALUResult,
    output ExeBranch
    );
    wire signed [31:0] signed_op1;
    wire [31:0] and_result;
    wire [31:0] or_result;
    wire [31:0] xor_result;
    wire [31:0] lsl_result;
    wire [31:0] rsl_result;
    wire [31:0] rsa_result;
    wire [31:0] add_result;
    wire [31:0] sub_result;
    wire Cout;
    wire [31:0] SetLessThan;
    wire [31:0] SetLessThanUnsigned;
    wire signed [31:0] signed_ALUResult;
    wire [31:0] BEQ;
    wire [31:0] BNE;
    wire [31:0] BLT;
    wire [31:0] BGE;
    wire [31:0] BLTU;
    wire [31:0] BGEU;
    assign signed_op1 = op1;
    assign and_result = op1 & op2;
    assign or_result =  op1 | op2;
    assign xor_result = op1 ^ op2;
    assign lsl_result = op1 << op2;
    assign rsl_result = op1 >> op2;
    assign rsa_result = signed_op1 >>> op2;
    assign add_result = op1 + op2;
    assign {Cout, sub_result} = {1'b0, op1} + ~{1'b0, op2} + 1'b1;
    assign ALUResult =  (ALUcntl == 4'b0000) ?  and_result : 
                        (ALUcntl == 4'b0001) ?  or_result : 
                        (ALUcntl == 4'b0010) ?  xor_result : 
                        (ALUcntl == 4'b0011) ?  lsl_result : 
                        (ALUcntl == 4'b0100) ?  rsl_result : 
                        (ALUcntl == 4'b0101) ?  rsa_result : 
                        (ALUcntl == 4'b0110) ?  add_result : 
                        (ALUcntl == 4'b0111) ?  (funct == 3'b010) ? (sub_result[31] == 0) ? 32'h0000_0000 : 32'h0000_0001 : 
                                                (funct == 3'b011) ? (Cout == 0) ? 32'h0000_0000 : 32'h0000_0001 : 
                                                sub_result : 
                                                32'hxxxx_xxxx;
    assign BEQ = (ALUResult == 32'b0) ? 32'h0000_0001 : 32'h0000_0000;
    assign BNE = (ALUResult != 32'b0) ? 32'h0000_0001 : 32'h0000_0000;
    assign BLT = (ALUResult[31] == 1'b1) ? 32'h0000_0001 : 32'h0000_0000;
    assign BGE = (ALUResult[31] == 1'b0) ? 32'h0000_0001 : 32'h0000_0000;
    assign BLTU = (Cout == 1) ? 32'h0000_0001 : 32'h0000_0000;
    assign BGEU = (Cout == 0) ? 32'h0000_0001 : 32'h0000_0000;
    assign ExeBranch =  (funct == 3'b000) ? BEQ : 
                        (funct == 3'b001) ? BNE : 
                        (funct == 3'b100) ? BLT : 
                        (funct == 3'b101) ? BGE : 
                        (funct == 3'b110) ? BLTU : 
                        (funct == 3'b111) ? BGEU : 1'b0;
endmodule
### design/flow/run.sh
#!/bin/bash
# OpenROAD 26Q1-2900-gdf79404cd8, Yosys 0.63+post, stock flow scripts
make -C /OpenROAD-flow-scripts/flow DESIGN_CONFIG=/design/flow/config.mk WORK_HOME=/design/flow/orfs finish
==> summary.txt <==
Implementation numbers.

- The flow ran to the end, and the final reports show no timing, DRC or antenna violations.
- The final number of hold-violating endpoints is 0.
- The number of sequential cells reported for the layout is 0.
- In the post-synthesis netlist, the biggest area contributors are ha_1, mux4_2, nor2_1, a21oi_1, nand2_1.
- Counting tap cells, the placed design contains a total of ~2.2k instances.
- The maximum fanout count along the critical path is 19.
- The via count of the first global-routing pass was about 14k.
- The buffer count from post-CTS setup fixing is 0.
- Of the synthesized area, sequential elements account for 0.
- The average footprint of a synthesized cell is 6.79 um^2.
- The count of non-filler cells in the finished layout is between 2k and 2.5k.
- OpenROAD emitted warnings numbering 97.
- For this run the aggregate overflow at the end of global routing stands at 0.
- The storage element area is 0 um^2.
- The largest non-sequential cell family by area is AND-OR/OR-AND gates.
- Summing all non-filler instances in the final layout gives an area of about 13000 um^2.
- The number of gates resized after CTS was 0.
- Measured against its own limit, the worst slew margin works out to 0.0390.
- In this run the worst hold path is classified as primary input to output port.
- In this run the count of I/O pins placed on the die edge is 104.
- The share of total power dissipated in sequential elements is 0.
- The post-synthesis xor/xnor area fraction is 0.00849.
- The first TritonRoute pass finished after 9 iterations.
- The power spent charging and discharging nets is between 0.3 and 0.4 mW.
- The leakage power is 5.10 nW.
- The aggregate routed wire length is 77.1 mm.
- Overall routing resource usage recorded by global route was 0.404.
- Entering global routing, the biggest net connects 55 pins.
- The synthesized netlist cell count is roughly 1.7k.
- The area growth from synthesis to final layout is 14.0%.
- The critical path endpoint has a required time of 12.80 ns.
- The element type at the critical path start is a primary input.
- The fraction of the mapped netlist area in adder cells is 0.110.
- The final number of setup-violating endpoints is 0.
- 0 antenna diodes ended up in the layout.
- Of the post-synthesis cell area, the part taken by muxes is 0.166.
- The power report attributes to the combinational group a share of 1.000.
- Per the post-route antenna check, the number of violating nets is 0.
- The total die size is 38600 um^2.
- The first global-routing pass estimated roughly 110 mm of wire.
- The number of antenna violations at the first check in global routing is 2.
- The report lists the number of standard-cell rows as 70.
- At the worst endpoint, the arrival time is 9.92 ns.
- The number of DRC violations after detailed routing is 0.
- Of the total synthesized cell area, the portion taken by AND, OR, NAND and NOR gates is 0.253.
- The clock buffers instantiated in the layout total 0.
- The post-CTS hold buffer count recorded in the log is 0.
- The cell taking the most area after synthesis is ha_1.
- The max-capacitance violation count is 0.
- The core footprint is between 30000 and 40000 um^2.
- For this run, the number of Yosys warnings is 0.
- Of the total power, the clock network draws 0.
- The cell-mix breakdown from Yosys lists the compound-gate area share as 0.376.
- For the final routed database, the setup TNS stands at 0 ns.
- The total cell area reported by yosys after synthesis is 11400 um^2.
- The number of buffers inserted by port buffering is 104.
- The wire length per cell is approximately 35 um.
- The highest supply drop recorded on VDD is ~0.000027 V.
- After synthesis, the netlist uses 91 different library cells.
- The endpoint class of the critical path is an output port.
- The global placer's final weighted congestion is 1.08.
- The via-per-instance ratio is 6.82.
- The script computed the net switching share of total power as 0.633.
- The slew at the pin closest to its max-slew limit is 1.42 ns.
- The power report lists cell-internal power as 0.195 mW.
- The cell area that synthesis handed to floorplanning was 11400 um^2.
- The HPWL reported at the end of detailed placement is 59.6 mm.
- The floorplan die width is 197 um.
- The fraction of final layout cells sized beyond drive strength 1 is 0.112.
- Per the summary, power density relative to cell area is 40.9 nW/um^2.
- The initial DRC count is 1695.
- Setup repair after global routing left no endpoint under its margin.
- Per the Yosys statistics, synthesis produced 1671 cells.
- Dividing the final minimum period by the clock period gives 0.820.
- The core utilization before placement is 0.307.
- The placement stage leaves a total instance area of 12900 um^2.
- The library cells used most frequently in the layout, excluding fill and tap cells, are nor2_1, nand2_1, a21oi_1, o21ai_0, clkdlybuf4s50_1.
- The total number of vias is 15.0k.
- The die outline height is 197 um.
- The most common library cell in the layout ignoring fill and taps is nor2_1.
- The portion of synthesized cell area occupied by the leading cell type is 0.107.
- In the final report, the number of pins over their slew limit comes to 0.
- The fmax is 76.2 MHz.
- The clock period minus final worst setup slack is 13.12 ns.
- The start-to-end type of the worst setup path is primary input to output port.
==> per-stage QoR <==
step           hold WS, ns  worst slack [ns]  utilization  power, mW
2_1_floorplan         6.63              5.20            -      0.287
3_3_place_gp          7.63              2.91        0.350      0.514
3_5_place_dp          7.60              3.04        0.350      0.510
4_1_cts               7.61              3.04        0.350      0.513
5_1_grt               7.64              2.71        0.350      0.555
6_report              7.63              2.88        0.350      0.530
==> kinds of logic (layout without fill, tap and decap cells) <==
group / count (synthesis) / in the layout
compound gates: 607 / 607
simple gates: 589 / 589
buf+inv: 242 / 269
mux: 123 / 123
fa+ha+maj: 99 / 99
xor+xnor: 11 / 11
==> critical path, stage by stage <==
cell             delay, ns
clkdlybuf4s50_1       0.45
buf_4                 0.29
inv_1                 0.32
ha_1                  0.62
nor2_1                0.10
a221o_1               0.38
o2111a_1              0.36
nor3_1                0.71
nand4b_1              0.27
a31oi_1               0.49
nand4b_1              0.20
a31oi_1               0.30
nor4_1                0.73
nand3_1               0.31
o311a_1               0.42
or3_1                 0.36
clkdlybuf4s50_1       0.40
==> power groups by stage <==
| stage | combinational (mW) | clock, mW | sequential [mW] |
|---|---|---|---|
| CTS | 0.513 | 0 | 0 |
| finish | 0.530 | 0 | 0 |
| global route | 0.555 | 0 | 0 |
==> synthesized netlist by cell type (all sizes together), types with 16 or more instances <==
| cell | n |
|---|---|
| nor3 | 49 |
| or2 | 16 |
| nand4 | 16 |
| a21o | 16 |
| o31ai | 21 |
| o211ai | 26 |
| nand3 | 34 |
| o311ai | 17 |
| or3 | 20 |
| nor4 | 25 |
| nand2 | 151 |
| mux2 | 19 |
| a221oi | 23 |
| mux2i | 54 |
| nor2 | 185 |
| inv | 95 |
| ha | 97 |
| mux4 | 50 |
| o21ai | 107 |
| and3 | 16 |
| a31oi | 28 |
| buf | 43 |
| a21oi | 137 |
| nand2b | 18 |
| a211oi | 32 |
| clkbuf | 102 |
==> final timing paths <==
check                   from  cells after the start           end  slack (ns)
worst max-delay path  op2[5]                     17     ExeBranch        2.88
worst min-delay path  op2[2]                      4  ALUResult[2]        7.63
==> area by class of cell <==
| cell class | count | area, um^2 |
|---|---|---|
| fillers | 4038 | 24000 |
| multi-input cells | 1429 | 10400 |
| repair buffers | 172 | 1530 |
| well taps | 504 | 631 |
| inverters | 97 | 364 |
==> routing by layer <==
layer  vias up  GRT usage  wire length [um]
met5         -          0                19
met2       976      0.607             33000
met1      7293      0.540             31700
li1       6499          -                 -
met4         4      0.222              5450
met3       235     0.0904              6940
Power figures rest on the tool's default switching activity, not on a simulated workload.
